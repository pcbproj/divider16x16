==> design.v <==
`timescale 1 ns / 1 ns  
module divider16x16b (
   clk,
   dividend,
   divider,
   quotient,
   remainder,
   wr_valid,
   rd_valid);
parameter WIDTH = 8;
input   clk; 
input   [WIDTH - 1:0] dividend; 
input   [WIDTH - 1:0] divider; 
output   [WIDTH - 1:0] quotient; 
output   [WIDTH - 1:0] remainder; 
input   wr_valid; 
output   rd_valid; 
reg     [WIDTH - 1:0] quotient; 
reg     [WIDTH - 1:0] remainder; 
reg     rd_valid; 
reg     [WIDTH - 1:0] up; 
reg     [WIDTH - 1:0] down; 
reg     [WIDTH - 1:0] temp; 
reg     [WIDTH - 1:0] res_temp; 
reg     [WIDTH - 1:0] result; 
wire    [WIDTH - 1:0] remain; 
reg     rd_valid_tmp; 
reg     rd_valid_tmp2; 
reg     rd_valid_tmp3; 
reg     [3:0] b; 
reg     [WIDTH - 1:0] quotient_temp; 
reg     [WIDTH - 1:0] remainder_temp; 
always @(posedge clk)
   begin : process_1
   if (wr_valid === 1'b 1)
      begin
      up <= dividend;   
      down <= divider;   
      result <= {(WIDTH - 1 - 0 + 1){1'b 0}};   
      temp <= {(WIDTH - 1 - 0 + 1){1'b 0}};   
      b <= 0;   
      res_temp <= {(WIDTH - 1 - 0 + 1){1'b 0}};   
      rd_valid_tmp <= 1'b 0;   
      rd_valid_tmp2 <= 1'b 0;   
      rd_valid_tmp3 <= 1'b 0;   
      end
   else
      begin
      if (b < WIDTH)
         begin
         if (temp < down)
            begin
            temp <= {temp[WIDTH - 2:0], up[WIDTH - b - 
      1]};   
            b <= b + 1;   
            end
         else
            begin
            result[WIDTH - b - 1] <= 1'b 1;   
            temp <= temp - down;   
            end
         rd_valid_tmp <= 1'b 0;   
         end
      else
         begin
         if (temp >= down)
            begin
            result <= {result[WIDTH - 2:0], 1'b 1};   
            temp <= temp - down;   
            end
         else
            begin
            result <= {result[WIDTH - 2:0], 1'b 0};   
            end
         rd_valid_tmp <= 1'b 1;   
         rd_valid_tmp2 <= rd_valid_tmp;   
         end
      rd_valid_tmp3 <= rd_valid_tmp & ~rd_valid_tmp2;   
      quotient_temp <= result;   
      remainder_temp <= temp;   
      end
   end
always @(posedge clk)
   begin : output_gen
   if (clk === 1'b 1)
      begin
      if (rd_valid_tmp3 === 1'b 1)
         begin
         quotient <= quotient_temp;   
         remainder <= remainder_temp;   
         rd_valid <= 1'b 1;   
         end
      else
         begin
         rd_valid <= 1'b 0;   
         end
      end
   end
endmodule  
==> run.sh <==
#!/bin/bash
# OpenROAD 26Q1-2900-gdf79404cd8, Yosys 0.63+post, stock flow scripts
make -C /OpenROAD-flow-scripts/flow DESIGN_CONFIG=/design/flow/config.mk WORK_HOME=/design/flow/orfs finish
==> config.mk <==
export PLATFORM = sky130hd
export DESIGN_NAME = divider16x16b
export DESIGN_NICKNAME = divider16x16b
export VERILOG_FILES = /design/flow/design.v
export SDC_FILE = /design/flow/constraint.sdc
export NUM_CORES = 4
export LEC_CHECK = 1
export CORE_UTILIZATION = 30
==> constraint.sdc <==
current_design divider16x16b

set clk_period 4.4
set clk_io_pct 0.2

create_clock -name clk0 -period $clk_period [get_ports {clk}]

set non_clock_inputs [all_inputs -no_clocks]
set_input_delay [expr $clk_period * $clk_io_pct] -clock clk0 $non_clock_inputs
set_output_delay [expr $clk_period * $clk_io_pct] -clock clk0 [all_outputs]
==> GITHUB_STEP_SUMMARY <==
## PnR job results

| Metric | Value |
|---|---|
| Outcome | finished, final reports clean |
| Synth area leader | edfxtp_1 |
| Row count | 38 |
| Minimum clock period | 3.505 ns |
| Fill cells | 1069 |
| Root buf cell | clkbuf_16 |
| GRT Util Overall | 10.74% |
| Drt via density | 4.938 |
| Commonest Layout Cell | edfxtp_1 |
| RSZ-0062 raised after global routing | no |
| CTS tree | yes |
| Crit path cell chain | inv_1, ha_1, inv_1, a31oi_1, o221a_2, ha_1, nor4bb_1, nand4_1, nor3_1, nor3b_2, a31oi_1, a21oi_1 |
| Worst Min Path Start | quotient_temp[5]$_DFFE_PN_ |
| Drt wl/cell | 12.35 um |
| Log Warnings | 27 |
| Startpoint Class | flip-flop |
| Clk sinks | just over 70 |
| Tightest Pin Transition | 0.9285 ns |
| Critical path class | reg2reg |
| Largest net degree at the start of global routing | 33 |
| Clock buffer depth | 2 |
| First DRT Iteration DRCs | 153 |
| Arr. time, crit path | 3.77 ns |
| Antenna diode count | 0 |
| Layout cells sized above 1 | 10.80% |
| Slack of the worst reg-to-reg path | around 0.89 ns |
| Total gr overflow | 0 |
| H-tree levels | 3 |
| CP max-delay cell | ha_1 |
| Post-Syn Instances | 286 |
| Slew Viols, Final | 0 |
| Total Power | 1.951 mW |
| Worst hold margin | around 0.42 ns |
| Ys Warns | 1 |
| Setup TNS | 0 ns |
| CTS resizes | 0 |
| Antenna violations before repair | 0 |
| Async set-reset flop share out of synthesis | 0% |
| DP HPWL | 3887 um |
| VDD IR max | about 0.00023 V |
| EDFF count, synth | 48 |
| Total Wirelength | 5732 um |
| Worst slew margin | 37.89% |
| Setup WS post-layout | between 0.8 and 0.9 ns |
| Die X | 108.4 um |
| Setup violators final | 0 |
| Via count of the first global-routing pass | 2012 |
| Logic area | 1338 um^2 |
| CTS Hold Buffers Added | 0 |
| CP required | between 4 and 5 ns |
| Die Ht | between 100 and 150 um |
| Die ar. | 11760 um^2 |
| Syn avg cell area | 11.88 um^2 |
| Leakage | 1.525 nW |
| First-pass GRT wire length | between 9000 and 10000 um |
| Most frequent cells in the layout | edfxtp_1 (48), clkdlybuf4s50_1 (34), nor2_1 (26) |
| Area contributors post-synth | edfxtp_1 (42%), dfxtp_1 (14%), ha_1 (6.3%) |
| Vias | 2291 |
| IO Pins | 35 |
| Port bufs | 34 |
| Worst setup EP type | flip-flop |
| Final period utilization | 79.66% |
| Max Cap Viol | 0 |
| Cell Type Count | 62 |
| Area leader share | around 42% |
| Pwr per Cell Area | around 470 nW/um^2 |
| Worst hold path type | reg2reg |
| Max Clk Rate | roughly 290 MHz |
| Flops after synth | 72 |
| GPL Wtd Cong | 0.8508 |
| Place WS | 0.9602 ns |
| Worst Hold End | quotient[5]$_DFFE_PP_ |
| Initial DRT Pass Iterations | 5 |
| Crit-path max FO | 15 |
| Post-synthesis cell count from yosys | 286 |
| Seq share, synth | 56.55% |
| Commonest flop | edfxtp_1 |
| Worst Skew | approximately 0.0062 ns |
| Critical R2R Capture | result[2]$_SDFFE_PP0N_ |
| Worst r2r path cells | 12 |
| Post-Syn Area | 3398 um^2 |
| Crit Reg-Reg Startpoint | b[1]$_SDFFE_PP0P_ |
| Core footprint | 10940 um^2 |
| Init Core Util | 31.08% |
| Num CTS Buffers | 9 |
| Worst Hold Depth | 0 |
| Detail Route Antenna Nets | 0 |
| Hold Vio Cnt, Final | 0 |
| CP peak stage delay | 0.61 ns |
| Post-CTS Setup Bufs | 0 |
| Synth-to-Final Area Change | 23.16% |
| Seq. cell area | 1922 um^2 |
| Clk latency of the worst-skew pair | 0.33 ns |
| Worst-path clk slew | 0.06 ns |
| Yosys Chip Area | ~3400 um^2 |
| # DRC | 0 |
## power by group
group	switching [mW]	internal, mW
sequential	0.0409	0.770
combinational	0.230	0.165
clock	0.276	0.468
## worst max-delay path: cells and delay by family (launching register included)
kind / cells / cell delay [ns]
adder cells (fa/ha/maj): 2 / 0.89
AND/OR/NAND/NOR: 4 / 0.87
AND-OR/OR-AND: 4 / 0.79
flip-flops: 1 / 0.56
buffers and inverters: 2 / 0.32
## state kept, by name (all words and copies together) (netlist names), 4 cells and up
register / flops
down: 8
quotient: 8
quotient_temp: 8
remainder: 8
remainder_temp: 8
result: 8
temp: 8
up: 8
b: 4
## area by class of cell
| cell class | count | share of cell area, % |
|---|---|---|
| inverters | 18 | 1.614 |
| repair buffers | 37 | 8.670 |
| multi-input cells | 181 | 31.96 |
| flip-flops and latches | 72 | 45.92 |
| clock buffers | 12 | 6.906 |
| clock inverters | 4 | 0.7474 |
| well taps | 140 | 4.185 |
## synthesized netlist by cell type, types with 4 or more instances
cell type  count
a211oi_1       5
a21oi_1       13
a31oi_1        7
buf_2          6
clkbuf_1       7
dfxtp_1       24
edfxtp_1      48
ha_1          17
inv_1         18
nand2_1       10
nand3_1        5
nor2_1        26
nor3_1         9
nor4_1         4
o21a_1         5
o21ai_0       17
## how the worst max path moves through the flow
stage                        startpoint                endpoint  slack, ns  depth (start not counted)
after CTS             b[1]$_SDFFE_PP0P_  result[2]$_SDFFE_PP0N_       0.94                         11
after global routing  b[1]$_SDFFE_PP0P_  result[2]$_SDFFE_PP0N_       0.62                         12
final                 b[1]$_SDFFE_PP0P_  result[2]$_SDFFE_PP0N_       0.89                         12
## cell families after synthesis
logic type | synth area share, %
buffers and inverters | 4.087
AND/OR/NAND/NOR | 11.67
flip-flops | 56.55
adder cells (fa/ha/maj) | 6.848
XOR/XNOR | 1.768
AND-OR/OR-AND | 16.83
multiplexers | 2.246
## layer usage
| metal | GRT usage [%] | up-vias | part of all wire [%] |
|---|---|---|---|
| li1 | - | 1156 | - |
| met1 | 17.66 | 1056 | 52 |
| met2 | 15.10 | 71 | 42 |
| met3 | 2.822 | 8 | 5.5 |
| met4 | 1.448 | 0 | 1.4 |
| met5 | 0 | - | 0 |
## stage by stage
stage	utilization, %	area (um^2)	instances
finish	38.27	4185	464
global route	38.27	4185	464
CTS	38.27	4185	464
detailed placement	35.34	3865	448
global placement	35.34	3865	448
floorplan	-	3398	286
Power figures rest on the tool's default switching activity, not on a simulated workload.
