[flow/design.v]
`timescale 1 ns / 1 ns  
module divider16x16b_new (
   clk,
   dividend,
   divider,
   quotient,
   remainder,
   wr_valid,
   rd_valid);
parameter WIDTH = 8;
input   clk; 
input   [WIDTH - 1:0] dividend; 
input   [WIDTH - 1:0] divider; 
output   [WIDTH - 1:0] quotient; 
output   [WIDTH - 1:0] remainder; 
input   wr_valid; 
output   rd_valid; 
reg     [WIDTH - 1:0] quotient; 
reg     [WIDTH - 1:0] remainder; 
reg     rd_valid; 
reg     [WIDTH - 1:0] up; 
reg     [WIDTH - 1:0] down; 
reg     [WIDTH - 1:0] temp; 
reg     [WIDTH - 1:0] res_temp; 
reg     [WIDTH - 1:0] result; 
wire    [WIDTH - 1:0] remain; 
reg     rd_valid_tmp; 
reg     rd_valid_tmp2; 
reg     rd_valid_tmp3; 
reg     [3:0] b; 
reg     [WIDTH - 1:0] quotient_temp; 
reg     [WIDTH - 1:0] remainder_temp; 
always @(posedge clk)
   begin : process_1
   if (wr_valid === 1'b 1)
      begin
      up <= dividend;   
      down <= divider;   
      result <= {(WIDTH){1'b 0}};   
      temp <= {(WIDTH){1'b 0}};   
      b <= 0;   
      res_temp <= {(WIDTH){1'b 0}};   
      rd_valid_tmp <= 1'b 0;   
      rd_valid_tmp2 <= 1'b 0;   
      rd_valid_tmp3 <= 1'b 0;   
      end
   else
      begin
      if (b < WIDTH)
         begin
         if (temp < down)
            begin
            temp <= {temp[WIDTH - 2:0], up[WIDTH - b - 
      1]};   
            b <= b + 1;   
            end
         else
            begin
            result[WIDTH - b - 1] <= 1'b 1;   
            temp <= temp - down;   
            end
         rd_valid_tmp <= 1'b 0;   
         end
      else
         begin
         if (temp >= down)
            begin
            result <= {result[WIDTH - 2:0], 1'b 1};   
            temp <= temp - down;   
            end
         else
            begin
            result <= {result[WIDTH - 2:0], 1'b 0};   
            end
         rd_valid_tmp <= 1'b 1;   
         rd_valid_tmp2 <= rd_valid_tmp;   
         end
      rd_valid_tmp3 <= rd_valid_tmp & ~rd_valid_tmp2;   
      quotient_temp <= result;   
      remainder_temp <= temp;   
      end
   end
always @(posedge clk)
   begin : output_gen
   if (clk === 1'b 1)
      begin
      if (rd_valid_tmp3 === 1'b 1)
         begin
         quotient <= quotient_temp;   
         remainder <= remainder_temp;   
         rd_valid <= 1'b 1;   
         end
      else
         begin
         rd_valid <= 1'b 0;   
         end
      end
   end
endmodule  
[flow/run.sh]
#!/bin/bash
# OpenROAD 26Q1-2900-gdf79404cd8, Yosys 0.63+post, stock flow scripts
make -C /OpenROAD-flow-scripts/flow DESIGN_CONFIG=/design/flow/config.mk WORK_HOME=/design/flow/orfs finish
[flow/config.mk]
export PLATFORM = sky130hd
export DESIGN_NAME = divider16x16b_new
export DESIGN_NICKNAME = divider16x16b_new
export VERILOG_FILES = /design/flow/design.v
export SDC_FILE = /design/flow/constraint.sdc
export NUM_CORES = 4
export LEC_CHECK = 1
export CORE_UTILIZATION = 50
[flow/constraint.sdc]
current_design divider16x16b_new

set clk_period 3.5
set clk_io_pct 0.2

create_clock -name clk0 -period $clk_period [get_ports {clk}]

set non_clock_inputs [all_inputs -no_clocks]
set_input_delay [expr $clk_period * $clk_io_pct] -clock clk0 $non_clock_inputs
set_output_delay [expr $clk_period * $clk_io_pct] -clock clk0 [all_outputs]
==> impl_metrics.toml <==
# synthesis and place-and-route metrics
[finish]
drive_gt1_frac = 0.121
layout.cells.non_filler = 407
mostFrequentLayoutCell = "sky130_fd_sc_hd__edfxtp_1"
final-seq-area_sq_um = 1920
postLayoutCoreUtil = 0.627
logic_area_sq_um = 1340
fillerInstances = 521
synthToLayoutAreaGrowth_pct = 19.2
layout_top_cells_excl_fill_tap = "sky130_fd_sc_hd__edfxtp_1 (48), sky130_fd_sc_hd__clkdlybuf4s50_1 (34), sky130_fd_sc_hd__nor2_1 (26)"
finish.instance_area_sq_um = 4050

[worst_setup_path]
critical_path_end_type = "register"
timing.critical_path.cells = "inv_1 > ha_1 > buf_4 > nor3_1 > o21ai_0 > o221a_2 > ha_1 > nor4bb_1 > nand4_1 > nor3_1 > nor3b_2 > a31oi_1 > a21oi_1"
critPathSlowestCell = "sky130_fd_sc_hd__ha_1"
worstPathArrival_ps = 3330
delay_of_the_slowest_critical_path_stage_ps = 380
cp_max_fo = 9
critical_path_class = "reg -> reg"
crit_required_ps = 3770
timing.critical_path.from_type = "register"
worst-path-buf-inv = 2
gate_family_responsible_for_the_most_delay_along_the_worst_path = "simple AND/OR/NAND/NOR gates"

[yosys]
syn_inst = 286
yosysChipArea_sq_um = 3400
number_of_library_cell_types_mapped_by_synthesis = 62
enable_flop_cells = 48
synth_area_per_cell_sq_um = 11.9
ys_cells = 286
ys_warn_count = 1
synth_cell_area_sq_um = 3400
numSynthFlops = 72
synth_sequential_area_ratio = 0.566
synth-async-reset-ratio = 0
ys_dominant_reg_cell = "sky130_fd_sc_hd__edfxtp_1"

[grt]
grtUsageTotal = 0.179
grt-ovfl-total = 0
grt_pass1_vias = 2086
number_of_antenna_violations_at_the_first_check_in_global_routing = 0
grt_start_max_net_pins = 32
wire_length_of_the_first_global_routing_pass_um = 9760

[floorplan]
std_cell_core_area_sq_um = 6460
number_of_top_level_design_ports = 35
fp_util = 0.526
die-height_um = 84.4
dieArea_sq_um = 7130
num_rows = 29
die-width_um = 84.4

[routing]
drt-total-wl_um = 5660
drtPass1Iterations = 24
antenna_cells_inserted = 0
detailedRoute.firstIterationViolations = 109
wire_per_inst_um = 13.9
ant_nets = 0
via_count = 2352
routed_via_density = 5.78
drc_errors = 0

[place]
placed_cells = 391
dp_slack_ps = 476
detailedPlacementHpwl_um = 3980
post_dp_cell_area_sq_um = 3830
portBuffers = 34
gp_congestion = 0.879

[timing]
worst-slew-pin-transition_ps = 660
finalCriticalPeriod_ps = 3060
setup-tns-final_ps = 0
rsz0062_at_grt = "false"
slew_viol_final = 0
finalSetupViolations = 0
fin_skew_ps = 6.77
timing.fmax_mhz = 326
final_critical_path_setup_slack_ps = 436
final_hold_viol_count = 0
slew_headroom = 0.559
timing.hold.ws_ps = 419
final_period_utilization = 0.875

[clock_network]
clk_pin_slew_ps = 70
postCtsHoldBufs = 0
tritoncts = "done"
cts_repair_resize_count = 0
cts_num_sinks = 72
root_buffer = "sky130_fd_sc_hd__clkbuf_8"
clk_latency_ps = 340
post_cts.repair.setup_buffers = 0
cts_max_level = 3
clock_tree.buffer_depth = 2
tritoncts.num_buffers = 9

[outcome]
status = "completed"

[power_and_ir_drop]
static-leakage-power_nw = 1.50
ir_worst_vdd_mv = 0.301
power_density_over_the_cells_nw_per_um2 = 553
total_power_mw = 2.24

[worst_hold_path]
min_path_type = "reg -> reg"

[flow_run]
tool_warnings = 28
timing.max_cap.violations = 0
flip-flops by register name, summed over array words and instances, names as in the netlist:
signal and count:
temp 8, rd_valid 1, remainder 8, rd_valid_tmp2 1, b 4, rd_valid_tmp 1, down 8, remainder_temp 8
rd_valid_tmp3 1, up 8, quotient_temp 8, quotient 8, result 8
cell usage after synthesis (all sizes together), types with 2 or more instances:
cell type / n / share of area
dfxtp: 24 / 0.14
o21a: 5 / 0.011
nand3: 5 / 0.0074
a21oi: 14 / 0.022
a221oi: 2 / 0.0052
nor4bb: 2 / 0.0059
o41ai: 2 / 0.011
nor3: 10 / 0.016
o31ai: 3 / 0.0081
mux4: 2 / 0.013
nor4: 4 / 0.0074
nand2b: 3 / 0.0055
xnor2: 2 / 0.0052
o31a: 2 / 0.0052
or3: 2 / 0.0037
and4b: 2 / 0.0059
edfxtp: 48 / 0.42
nand2: 10 / 0.011
a211oi: 9 / 0.028
a31oi: 7 / 0.013
inv: 18 / 0.020
nor3b: 2 / 0.0059
a41oi: 2 / 0.0052
nand4: 3 / 0.0055
mux2i: 2 / 0.0059
o21ai: 19 / 0.028
ha: 17 / 0.063
buf: 8 / 0.013
xor2: 4 / 0.013
clkbuf: 7 / 0.0077
o311ai: 2 / 0.0052
nor2: 26 / 0.029
kinds of logic (layout without fill, tap and decap cells):
kind of cell / count (synthesis) / after routing / share of synthesized area
fa+ha+maj: 18 / 18 / 0.0685
buf+inv: 33 / 77 / 0.0409
simple gates: 75 / 75 / 0.117
mux: 5 / 5 / 0.0225
xor+xnor: 6 / 6 / 0.0177
compound gates: 77 / 77 / 0.168
flops: 72 / 72 / 0.566
path summary, 6_finish.rpt:
path	startpoint	to	slack, ps	cells past startpoint
hold / removal	quotient_temp[1]	quotient[1]	420	0
hold reg to reg	quotient_temp[1]	quotient[1]	420	0
setup / recovery	b[0]	result[6]	440	13
setup reg to reg	b[0]	result[6]	440	13
routing by layer:
layer,global-route usage,share of wire,vias to the layer above
met3,0.0279,0.057,14
met1,0.321,0.49,1094
met2,0.262,0.44,75
met5,0,0,-
met4,0.0231,0.013,0
li1,-,-,1169
cell type report:
cell class,instances,share of cell area
multi-input cells,181,0.330
clock inverters,6,0.0229
well taps,77,0.0238
inverters,18,0.0167
flip-flops and latches,72,0.474
repair buffers,43,0.101
clock buffers,10,0.0315
power by group:
part           internal (mW)  leakage (nW)  total (mW)  switching (mW)
combinational          0.221         0.734       0.529           0.308
sequential             0.967         0.661        1.00          0.0379
clock                  0.405         0.103       0.707           0.302
Power is estimated from default activity; no workload was simulated.
